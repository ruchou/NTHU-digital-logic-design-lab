==> ./design.v <==
module ABS_moore (rst,clk,timeIn,wheel,unlock);
	input rst, clk, timeIn, wheel;
	output  unlock;
	reg[4:0] state;
        reg[4:0] next_state;
        always @(posedge clk or posedge rst) begin
	    if(rst)
                state <= 5'b00001;
            else 
                state <= next_state;
        end
        always @(*) begin
            case (state) 
                5'b00001: 
                    if(timeIn==1 && wheel==0)
                        next_state=5'b00010;
                    else if(timeIn==0 && wheel==0)
                        next_state=5'b00001;
                     else if(timeIn==0 && wheel==1)
                     next_state=5'b00001;
                     else
                     next_state=5'b00001;
                5'b00010: 
                    if(timeIn==0 && wheel==0)
                        next_state=5'b00010;
                    else if(timeIn==0 && wheel==1)
                        next_state=5'b00001;
                     else if(timeIn==1 && wheel==0)begin
                        next_state=5'b00100;
                        end
                     else
                     next_state=5'b00001;
                5'b00100: begin
                        next_state=5'b01000;
			end
		5'b01000:
                    if(timeIn==1)
                    next_state=5'b10000;
                    else begin
                    next_state=5'b01000;
			end
                5'b10000:
                     if(timeIn==1)
                     next_state=5'b00001;
                     else
                    next_state=5'b10000;        
		default:begin
			next_state=5'b00001;
			end
            endcase
        end
        assign unlock = (state==5'b00100)?1:0 ;
endmodule
==> ./run.sh <==
#!/bin/bash
# OpenROAD 26Q1-2900-gdf79404cd8, Yosys 0.63+post, stock flow scripts
make -C /OpenROAD-flow-scripts/flow DESIGN_CONFIG=/design/flow/config.mk WORK_HOME=/design/flow/orfs finish
==> ./config.mk <==
export PLATFORM = sky130hd
export DESIGN_NAME = ABS_moore
export DESIGN_NICKNAME = ABS_moore
export VERILOG_FILES = /design/flow/design.v
export SDC_FILE = /design/flow/constraint.sdc
export NUM_CORES = 4
export LEC_CHECK = 1
export CORE_AREA = 10 10 70 70
export DIE_AREA = 0 0 80 80
==> ./constraint.sdc <==
current_design ABS_moore

set clk_period 1.6
set clk_io_pct 0.2

create_clock -name clk0 -period $clk_period [get_ports {clk}]

set non_clock_inputs [all_inputs -no_clocks]
set_input_delay [expr $clk_period * $clk_io_pct] -clock clk0 $non_clock_inputs
set_output_delay [expr $clk_period * $clk_io_pct] -clock clk0 [all_outputs]
==> reports/metrics.yaml <==
cts_buffer_depth: 2
grt_usage_pct: 1.49
core_um2: 3420
worst_clock_skew_ps: 3.90
final_hold_viol_count: 0
setup.worst_path.end_class: "output pin"
vias: 134
yosysTopAreaCell: "dfrtp_1"
cts_buffers: 3
numClockSinks: 5
status: "finished clean"
hold_buffers: 0
place_ws_ps: 241
cp_slowest_cell: "clkdlybuf4s50_1"
p_seq_share_pct: 44.4
path_buffers: 1
drive_gt1_share_pct: 21.7
clock_latency_ps: 240
relSlewSlack_pct: 86.5
fin_crit_sh_pct: 85.2
ant_nets: 0
syn2layout_area_growth_pct: 62.7
p_clk_share_pct: 50.3
timing.rr.start: "state[2]"
post_drt_wl_per_cell_um: 6.07
portBuffers: 4
warning_count: 25
rows: 21
initCoreUtil_pct: 5.79
via_per_inst: 1.94
die_area_um2: 6400
reg2reg_depth: 1
first_global_vias: 163
fin_setup_tns_ps: 0
yosys.cell_types.count: 10
synthMuxAreaShare_pct: 15.8
drc_errors: 0
num_io_pins: 5
adder_share_pct: 0
synth.avg_cell_area_um2: 13.2
yosys-top-cells-area: "dfrtp_1, dfstp_2, mux2i_1, nor3b_2, mux2_1"
setup_violations: 0
antenna-diode-count: 0
grt_pass1_wl_um: 683
grt_max_degree: 6
cts_tree: "built"
clk_pin_slew_ps: 40
gp_congestion: 0.693
cpLargestDelayFamily: "buffers and inverters"
worst_setup_path_start_kind: "flip-flop"
die_y_um: 80
drt_pass1_iterations: 2
crit_path_max_incr_delay_ps: 470
routed_wl_um: 419
worst_pin_slew_ps: 202
worstPathRequired_ps: 1280
die_w_um: 80
cap_violations: 0
netlist.area_leader.share_pct: 50.6
crit_fanout: 2
postCtsSetupRepairBufs: 0
detail_route.iter0.violations: 7
antenna_found_initial: 0
power.switching_uw: 56.7
rsz0062_at_grt: "no"
worstPathArrival_ps: 1040
cts.repair.resized: 0
r2r_setup_slack_ps: 830
finalCriticalPeriod_ps: 1360
ys_sh_aoi_pct: 6.33
power.leakage_nw: 0.147
power_frac_comb_pct: 5.3
ys_ff: 5
hp-class: "in -> async"
ys_chip_area_um2: 198
drv_slew: 0
ys_cells: 15
crit_path_cell_trace: "clkdlybuf4s50_1"
synthTopLogicFamily: "multiplexers"
synth_area_um2: 198
finalWorstSetupSlack_ps: 236
h-tree-depth: 1
xor_share_pct: 0
clock-root-buffer: "clkbuf_4"
cellInternalPower_uw: 229
power_density_nw_per_um2: 889
crit_type: "reg -> out"
switching_share_pct: 19.8
synthCells: 15
grt_overflow: 0
clock.fmax_ghz: 0.733
ys_seq_share_pct: 63.9
yosys_warnings: 1
vdd_drop_max_mv: 0.242
ys_sh_simple_pct: 10.1
==> logic make-up (layout without fill, tap and decap cells) <==
group,count (synthesis),in the layout
simple gates,3,3
buf+inv,2,10
compound gates,2,2
flops,5,5
mux,3,3
==> power by group through the flow <==
stage / registers [mW] / clock network (mW) / logic [mW]
6_report: 0.127 / 0.144 / 0.0150
5_1_grt: 0.127 / 0.163 / 0.0163
4_1_cts: 0.127 / 0.153 / 0.0154
==> cells in the mapped netlist <==
| library cell | number |
|---|---|
| a21o_1 | 1 |
| dfrtp_1 | 4 |
| dfstp_2 | 1 |
| inv_1 | 2 |
| mux2_1 | 1 |
| mux2i_1 | 2 |
| nand2_1 | 1 |
| nor2_1 | 1 |
| nor3b_2 | 1 |
| o21ai_0 | 1 |
==> layer usage <==
| metal | global-route usage, % | part of all wire [%] |
|---|---|---|
| met5 | 0 | 0 |
| met1 | 1.27 | 39 |
| met4 | 0.352 | 2.1 |
| met3 | 1.82 | 15 |
| met2 | 2.17 | 43 |
==> placed cells by master, fill, tap and decap left out, drive strengths merged <==
cell | netlist | routed
dfrtp | 4 | 4
clkdlybuf4s50 | 0 | 4
clkbuf | 0 | 4
inv | 2 | 2
mux2i | 2 | 2
mux2 | 1 | 1
a21o | 1 | 1
nor2 | 1 | 1
o21ai | 1 | 1
nand2 | 1 | 1
nor3b | 1 | 1
dfstp | 1 | 1
==> cell type report <==
| cell class | count | area, µm² |
|---|---|---|
| sequential | 5 | 126 |
| tap | 46 | 57.6 |
| clock buffer | 4 | 26.3 |
| inverter | 2 | 7.51 |
| timing repair buffer | 4 | 40.0 |
| multi-input combinational | 8 | 63.8 |
| fill | 401 | 3090 |
==> metrics by stage <==
step | instances | util [%] | power (mW) | cell area [µm²] | hold WS (ps)
floorplan | 15 | - | 0.133 | 198 | 97.8
CTS | 69 | 9.41 | 0.295 | 322 | 281
finish | 69 | 9.41 | 0.286 | 322 | 277
detailed placement | 65 | 8.64 | 0.144 | 295 | 456
global route | 69 | 9.41 | 0.306 | 322 | 293
global placement | 65 | 8.64 | 0.144 | 295 | 443
==> how the worst max path moves through the flow <==
stage / from / endpoint / slack [ps] / cells past startpoint
global route: state[3] / unlock / 190 / 1
CTS: state[3] / unlock / 210 / 1
finish: state[3] / unlock / 240 / 1
Power and IR drop assume default switching activity.
