==> design/flow/design.v <==
module ABS_mealy (rst,clk,timeIn,wheel,unlock);
	input rst, clk, timeIn, wheel;
	output reg unlock;
	reg[3:0] state;
    reg[3:0] next_state;
     parameter S0=4'b0001;
     parameter S1 =4'b0010;
     parameter S2 =4'b0011;
     parameter S3 =4'b0100;
     parameter S4=4'b0101;
            always @(posedge clk or posedge rst) begin
                if(rst)
                    state <= S0;
                else 
                    state <= next_state;
            end
            always @(*) begin
                case (state) 
                    S0:    if(timeIn==1 && !wheel) begin
                            next_state=S1;
                            unlock=0;
                            end
                        else begin
                            next_state=S0;
                            unlock=0;
                            end
                    S1: 
                        if(timeIn==0 && wheel==0)begin
                            next_state=S1;
                            unlock=0;
                            end
                        else if(timeIn==0 && wheel==1)begin
                            next_state=S0;
                            unlock=0;
                            end
                         else if(timeIn==1 && wheel==0)begin
                            next_state=S2;
                            unlock=1;
                            end
                         else begin
                         next_state=S0;
                         unlock=0;
                         end
                    S2: begin
			if(timeIn==1)
                            next_state=S3;
			else
			next_state=S2;
                            unlock=0;
                         end
                    S3:begin
                        if(timeIn==1)
                        next_state=S0;
                        else
                        next_state=S3;
                        unlock=0;
			end
		    default:begin
			next_state=S0;
			unlock=0;
			end
                endcase
            end
endmodule
==> design/flow/run.sh <==
#!/bin/bash
# OpenROAD 26Q1-2900-gdf79404cd8, Yosys 0.63+post, stock flow scripts
make -C /OpenROAD-flow-scripts/flow DESIGN_CONFIG=/design/flow/config.mk WORK_HOME=/design/flow/orfs finish
==> design/flow/config.mk <==
export PLATFORM = sky130hd
export DESIGN_NAME = ABS_mealy
export DESIGN_NICKNAME = ABS_mealy
export VERILOG_FILES = /design/flow/design.v
export SDC_FILE = /design/flow/constraint.sdc
export NUM_CORES = 4
export LEC_CHECK = 1
export CORE_AREA = 10 10 70 70
export DIE_AREA = 0 0 80 80
==> design/flow/constraint.sdc <==
current_design ABS_mealy

set clk_period 1.0
set clk_io_pct 0.2

create_clock -name clk0 -period $clk_period [get_ports {clk}]

set non_clock_inputs [all_inputs -no_clocks]
set_input_delay [expr $clk_period * $clk_io_pct] -clock clk0 $non_clock_inputs
set_output_delay [expr $clk_period * $clk_io_pct] -clock clk0 [all_outputs]
==> out/results.tsv <==
metric	value	unit
most instantiated cells after synthesis	3 x dfrtp_1, 3 x inv_1	
worst min-delay path class	in -> async	
CP Data Required Time	800	ps
largest vdd supply drop	0.712	mV
Slowest cell on crit path	dfrtp_1	
endpoint of the lowest-slack register-to-register path	state[0]$_DFF_PP1_	
overflow left after global routing	0	
Cell Area, Placed	293	um2
highest achievable clock rate	892	MHz
post-placement cell count	68	
yosys simple share	0.109	
slew margin rel.	0.910	
slew at the pin with the worst max-slew slack	131	ps
CTS tree	done	
global-route wire length before repair	821	um
setup repair after global routing missed its margin	true	
total leakage power	0.167	nW
maximum number of pins on one net before global-route repair	6	
Tot GR Track Use	0.0167	
remaining routing DRC violations	0	
clock tree root buffer cell	clkbuf_4	
kind of launch point of the worst setup path	flip-flop	
max-cap check violation count	0	
fraction of the cycle the final worst path needs	1.12	
count of final setup violators	3	
final setup skew	0.577	ps
routability congestion estimate from global placement	0.683	
area of the core	3420	um2
EDFF count, synth	0	
Max Transition Viols Final	0	
kind of critical path	reg -> out	
critical-path cell list	and3b_2 > buf_2	
Cells after Synth	15	
highest net fanout along the worst path	2	
xor/xnor cell area share of the yosys netlist	0	
filler cell count in the final layout	405	
total cells reported by yosys after synthesis	15	
cell area after synthesis	173	um2
flop2flop setup slack	-40	ps
least setup slack across all paths after layout	-121	ps
tally of unique sky130hd cells used after synthesis	11	
source of the worst register-to-register timing path	state[2]$_DFF_PP0_	
Vias	162	
count of TritonRoute iterations in the first routing pass	1	
power per standard cell area	1520	nW/um2
fraction of the mapped netlist area in compound gates	0.116	
Async S/R FF share, synth	1.00	
element type at the critical path end	primary output	
cell area after layout	340	um2
shortest clock period the worst path allows after layout	1120	ps
horizontal die dimension	80	um
Arr. time, crit path	920	ps
main kind of combinational logic by area	multiplexers	
count of H-tree levels built during CTS	1	
clock buffer depth	2	
biggest area contributors in the synthesized netlist	dfrtp_1 43%, dfstp_2 15%, inv_1 6.5%	
hold_buf cts	0	
MUX share of area	0.123	
adder-cell share of the synthesized area	0	
count of antenna diodes in the layout	0	
total tool warning count	27	
largest stage delay on the critical path	360	ps
top_reg_cell synth	dfrtp_1	
count of standard-cell rows	21	
Avg Vias per Cell	2.16	
worst skew pair latency	240	ps
Routed WL	528	um
number of warnings printed during yosys synthesis	1	
detailed-route wire length per cell	7.04	um
depth of the worst register-to-register path	5	
Port-buffer cells	4	
area delta synth->final	97.1	%
violated checks	negative setup slack	
post-synthesis chip area from yosys	173	um2
core utilization before placement	0.0505	
total die size	6400	um2
top-level I/O count	5	
count of placed standard cells in the final layout, fillers left out	75	
flops & latches, synth	4	
antenna violations before repair	0	
cell taking the most area after synthesis	dfrtp_1	
Final ANT Viol Nets	0	
Num CTS Buffers	3	
vertical die dimension	80	um
violation count after the first detailed-routing iteration	0	
Dominant cell area share	0.435	
status	finished, violations left	
Fin. Hold Viols	0	
portion of the post-synthesis area used by sequential elements	0.587	
share of the core filled with cells in the final layout	0.0996	
sink count of the clock tree	4	
fraction of layout cells with a size suffix above 1	0.483	
via count of the first global-routing pass	191	
clock-pin slew on the worst setup and hold paths	40	ps
average cell area after synthesis	11.5	um2
layout by cell type, fill, tap and decap left out:
cell type        instances
and3b_2                  1
dfrtp_1                  3
clkbuf_4                 3
nor2_1                   1
a22oi_2                  1
a21o_1                   1
o21ai_1                  1
dlygate4sd2_1            2
mux2i_1                  1
clkbuf_1                 1
nor2b_1                  1
inv_1                    3
dfstp_2                  1
mux2_2                   1
buf_4                    6
buf_2                    1
clkdlybuf4s50_1          1
layer usage:
metal,global-route usage,part of all wire,vias up
li1,-,-,76
met1,0.0220,0.55,79
met2,0.0209,0.38,7
met3,0.0114,0.064,0
met4,0.00528,0,0
met5,0,0,-
what timing repair did:
action                     CTS  global route
setup buffers                2             1
pin swaps                    1             2
resized                      5             2
setup endpoints to repair    2             2
cloned                       0             0
worst max path at each step:
stage	startpoint	endpoint	slack, ps	depth (start not counted)
CTS	state[2]$_DFF_PP0_	unlock	-120	2
global route	state[2]$_DFF_PP0_	unlock	-160	2
finish	state[2]$_DFF_PP0_	unlock	-120	2
power breakdown:
| part | internal (mW) | switching (mW) | total (mW) |
|---|---|---|---|
| Combinational | 0.0527 | 0.0351 | 0.0877 |
| Clock | 0.150 | 0.0721 | 0.222 |
| Sequential | 0.194 | 0.0120 | 0.206 |
critical path: cells and delay by family (launching register included):
kind | cells | cell delay (ps)
buffers and inverters | 1 | 110
flip-flops | 1 | 360
AND/OR/NAND/NOR | 1 | 210
layout make-up:
| class | instances | area, um2 | area share |
|---|---|---|---|
| Clock buffer | 4 | 26.3 | 0.0772 |
| Inverter | 3 | 11.3 | 0.0331 |
| Multi-Input combinational cell | 8 | 66.3 | 0.195 |
| Sequential cell | 4 | 101 | 0.298 |
| Tap cell | 46 | 57.6 | 0.169 |
| Timing Repair Buffer | 10 | 77.6 | 0.228 |
per-stage QoR:
stage	setup slack, ps	total power [mW]	setup TNS, ps	hold slack (ps)
3_3_place_gp	-598	0.272	-1380	384
5_1_grt	-161	0.555	-345	164
6_report	-121	0.516	-204	166
2_1_floorplan	232	0.237	0	-34.6
3_5_place_dp	-588	0.280	-1470	412
4_1_cts	-125	0.516	-125	163
cells by family after synthesis:
| logic type | count (synthesis) |
|---|---|
| AND-OR/OR-AND | 3 |
| AND/OR/NAND/NOR | 3 |
| flip-flops | 4 |
| buffers and inverters | 3 |
| multiplexers | 2 |
No activity file was given, so power comes from the tool's default toggle rates.
